<file path="flow/design.v">
module alu (
    input  wire [31:0] a,        
    input  wire [31:0] b,        
    input  wire [3:0]  alu_sel,  
    output reg  [31:0] result,
    output wire        zero      
);
    localparam ALU_ADD  = 4'b0000;
    localparam ALU_SUB  = 4'b0001;
    localparam ALU_AND  = 4'b0010;
    localparam ALU_OR   = 4'b0011;
    localparam ALU_XOR  = 4'b0100;
    localparam ALU_SLT  = 4'b0101;
    localparam ALU_SLTU = 4'b0110;
    localparam ALU_SLL  = 4'b0111;
    localparam ALU_SRL  = 4'b1000;
    localparam ALU_SRA  = 4'b1001;
    always @(*) begin
        case (alu_sel)
            ALU_ADD  : result = a + b;
            ALU_SUB  : result = a - b;
            ALU_AND  : result = a & b;
            ALU_OR   : result = a | b;
            ALU_XOR  : result = a ^ b;
            ALU_SLT  : result = ($signed(a) < $signed(b)) ? 32'b1 : 32'b0;
            ALU_SLTU : result = (a < b) ? 32'b1 : 32'b0;
            ALU_SLL  : result = a << b[4:0];    
            ALU_SRL  : result = a >> b[4:0];
            ALU_SRA  : result = $signed(a) >>> b[4:0];
            default  : result = 32'b0;
        endcase
    end
    assign zero = (result == 32'b0);
endmodule
module alu_control (
    input  wire [1:0] alu_op,
    input  wire [2:0] funct3,     
    input  wire       funct7b5,   
    output reg  [3:0] alu_sel
);
    localparam ALU_ADD  = 4'b0000;
    localparam ALU_SUB  = 4'b0001;
    localparam ALU_AND  = 4'b0010;
    localparam ALU_OR   = 4'b0011;
    localparam ALU_XOR  = 4'b0100;
    localparam ALU_SLT  = 4'b0101;
    localparam ALU_SLTU = 4'b0110;
    localparam ALU_SLL  = 4'b0111;
    localparam ALU_SRL  = 4'b1000;
    localparam ALU_SRA  = 4'b1001;
    always @* begin
        case (alu_op)
            2'b00: alu_sel = ALU_ADD;  
            2'b01: alu_sel = ALU_SUB;  
            2'b10: begin
                case (funct3)
                    3'b000: alu_sel = (funct7b5 ? ALU_SUB : ALU_ADD);
                    3'b111: alu_sel = ALU_AND;
                    3'b110: alu_sel = ALU_OR;
                    3'b100: alu_sel = ALU_XOR;
                    3'b010: alu_sel = ALU_SLT;
                    3'b011: alu_sel = ALU_SLTU;
                    3'b001: alu_sel = ALU_SLL;
                    3'b101: alu_sel = (funct7b5 ? ALU_SRA : ALU_SRL);
                    default: alu_sel = ALU_ADD;
                endcase
            end
            default: alu_sel = ALU_ADD;
        endcase
    end
endmodule
module control (
    input  wire [6:0] opcode,        
    output reg        reg_write,
    output reg        mem_read,
    output reg        mem_write,
    output reg        mem_to_reg,
    output reg        alu_src,
    output reg        branch,
    output reg        jump,
    output reg        lui,
    output reg        auipc,
    output reg [1:0]  alu_op         
);
    always @* begin
        reg_write = 0;
        mem_read  = 0;
        mem_write = 0;
        mem_to_reg= 0;
        alu_src   = 0;
        branch    = 0;
        jump      = 0;
        lui       = 0;
        auipc     = 0;
        alu_op    = 2'b00;
        case (opcode)
            7'b0110011: begin  
                reg_write = 1;
                alu_src   = 0;
                alu_op    = 2'b10;
            end
            7'b0010011: begin  
                reg_write = 1;
                alu_src   = 1;
                alu_op    = 2'b10;
            end
            7'b0000011: begin  
                reg_write = 1;
                mem_read  = 1;
                mem_to_reg= 1;
                alu_src   = 1;     
                alu_op    = 2'b00;  
            end
            7'b0100011: begin  
                mem_write = 1;
                alu_src   = 1;     
                alu_op    = 2'b00;  
            end
            7'b1100011: begin  
                branch    = 1;
                alu_src   = 0;
                alu_op    = 2'b01;  
            end
            7'b1101111: begin  
                reg_write = 1;     
                jump      = 1;
            end
            7'b1100111: begin  
                reg_write = 1;     
                jump      = 1;
                alu_src   = 1;     
            end
            7'b0110111: begin  
                reg_write = 1;
                lui       = 1;     
            end
            7'b0010111: begin  
                reg_write = 1;
                auipc     = 1;     
                alu_op    = 2'b00;  
            end
            7'b1110011: begin  
            end
        endcase
    end
endmodule
module cpu_top (
    input  wire clk,
    input  wire reset,
    output wire [31:0] alu_result,
    output wire        alu_zero,
    output wire        branch,
    output wire [31:0] imm_out
);
    wire [31:0] pc_out, next_pc, instr;
    pc pc_inst (
        .clk(clk),
        .reset(reset),
        .next_pc(next_pc),
        .pc_out(pc_out)
    );
    instr_mem imem_inst (
        .addr(pc_out),
        .instr(instr)
    );
    wire [6:0] opcode  = instr[6:0];
    wire [4:0] rd      = instr[11:7];
    wire [2:0] funct3  = instr[14:12];
    wire [4:0] rs1     = instr[19:15];
    wire [4:0] rs2     = instr[24:20];
    wire [6:0] funct7  = instr[31:25];
    wire reg_write, mem_read, mem_write, mem_to_reg;
    wire alu_src, jump, lui, auipc;
    wire [1:0] alu_op;
    control control_inst (
        .opcode(opcode),
        .reg_write(reg_write),
        .mem_read(mem_read),
        .mem_write(mem_write),
        .mem_to_reg(mem_to_reg),
        .alu_src(alu_src),
        .branch(branch),    
        .jump(jump),
        .lui(lui),
        .auipc(auipc),
        .alu_op(alu_op)
    );
    imm_gen imm_inst (
        .instr(instr),
        .imm_out(imm_out)   
    );
    wire [31:0] rd1, rd2;
    wire [31:0] write_data;
    regfile rf_inst (
        .clk(clk),
        .we(reg_write),
        .rs1(rs1),
        .rs2(rs2),
        .rd(rd),
        .wd(write_data),
        .rd1(rd1),
        .rd2(rd2)
    );
    wire [3:0] alu_sel;
    alu_control alu_ctrl_inst (
        .alu_op(alu_op),
        .funct3(funct3),
        .funct7b5(funct7[5]),
        .alu_sel(alu_sel)
    );
    wire [31:0] alu_b = (alu_src) ? imm_out : rd2;
    alu alu_inst (
        .a(rd1),
        .b(alu_b),
        .alu_sel(alu_sel),
        .result(alu_result),  
        .zero(alu_zero)       
    );
    wire [31:0] data_read;
    data_mem dmem_inst (
        .clk(clk),
        .mem_read(mem_read),
        .mem_write(mem_write),
        .addr(alu_result),
        .write_data(rd2),
        .read_data(data_read)
    );
    assign write_data =
        (lui)   ? imm_out :
        (auipc) ? (pc_out + imm_out) :
        (jump)  ? (pc_out + 4) :              
        (mem_to_reg ? data_read : alu_result);
    wire take_branch   = branch & alu_zero;
    wire [31:0] pc_plus_4 = pc_out + 4;
    wire [31:0] pc_branch = pc_out + imm_out;
    wire [31:0] pc_jalr   = (rd1 + imm_out) & ~32'b1;  
    assign next_pc = jump ? (opcode == 7'b1101111 ? pc_out + imm_out : pc_jalr) :
                      take_branch ? pc_branch :
                      pc_plus_4;
endmodule
module data_mem (
    input  wire        clk,
    input  wire        mem_read,
    input  wire        mem_write,
    input  wire [31:0] addr,
    input  wire [31:0] write_data,
    output reg  [31:0] read_data
);
    reg [31:0] mem [0:255];
    always @(posedge clk) begin
        if (mem_write)
            mem[addr[9:2]] <= write_data;
    end
    always @(*) begin
        if (mem_read)
            read_data = mem[addr[9:2]];
        else
            read_data = 32'b0;
    end
endmodule
module imm_gen (
    input  wire [31:0] instr,      
    output reg  [31:0] imm_out     
);
    wire [6:0] opcode;
    assign opcode = instr[6:0];
    always @(*) begin
        case (opcode)
            7'b0010011,  
            7'b0000011,  
            7'b1100111:  
                imm_out = {{20{instr[31]}}, instr[31:20]};
            7'b0100011:
                imm_out = {{20{instr[31]}}, instr[31:25], instr[11:7]};
            7'b1100011:
                imm_out = {{19{instr[31]}}, instr[31], instr[7],
                           instr[30:25], instr[11:8], 1'b0};
            7'b0110111,  
            7'b0010111:  
                imm_out = {instr[31:12], 12'b0};
            7'b1101111:
                imm_out = {{11{instr[31]}}, instr[31],
                           instr[19:12], instr[20],
                           instr[30:21], 1'b0};
            default:
                imm_out = 32'b0;
        endcase
    end
endmodule
module instr_mem (
    input  wire [31:0] addr,        
    output wire [31:0] instr        
);
    reg [31:0] mem [0:255];
    initial begin
        mem[0] = 32'h00500093;  
        mem[1] = 32'h008002ef;  
        mem[2] = 32'h00000073;  
        mem[3] = 32'h00708113;  
        mem[4] = 32'h00028067;  
    end
    assign instr = mem[addr[9:2]];
endmodule
module pc (
    input  wire        clk,
    input  wire        reset,
    input  wire [31:0] next_pc,    
    output reg  [31:0] pc_out      
);
    always @(posedge clk or posedge reset) begin
        if (reset)
            pc_out <= 32'h00000000;    
        else
            pc_out <= next_pc;         
    end
endmodule
module regfile (
    input  wire        clk,
    input  wire        we,            
    input  wire [4:0]  rs1,           
    input  wire [4:0]  rs2,           
    input  wire [4:0]  rd,            
    input  wire [31:0] wd,            
    output wire [31:0] rd1,           
    output wire [31:0] rd2            
);
    reg [31:0] regs [0:31];
    assign rd1 = (rs1 != 0) ? regs[rs1] : 0;   
    assign rd2 = (rs2 != 0) ? regs[rs2] : 0;
    always @(posedge clk) begin
        if (we && (rd != 0))   
            regs[rd] <= wd;
    end
endmodule
</file>
<file path="flow/config.mk">
export PLATFORM = sky130hd
export DESIGN_NAME = cpu_top
export DESIGN_NICKNAME = cpu_top
export VERILOG_FILES = /design/flow/design.v
export SDC_FILE = /design/flow/constraint.sdc
export NUM_CORES = 4
export LEC_CHECK = 1
export CORE_UTILIZATION = 30
export SYNTH_MEMORY_MAX_BITS = 65536
</file>
<file path="flow/constraint.sdc">
current_design cpu_top

set clk_period 22.5
set clk_io_pct 0.2

create_clock -name clk0 -period $clk_period [get_ports {clk}]

set non_clock_inputs [all_inputs -no_clocks]
set_input_delay [expr $clk_period * $clk_io_pct] -clock clk0 $non_clock_inputs
set_output_delay [expr $clk_period * $clk_io_pct] -clock clk0 [all_outputs]
</file>
<file path="flow/run.sh">
#!/bin/bash
# OpenROAD 26Q1-2900-gdf79404cd8, Yosys 0.63+post, stock flow scripts
make -C /OpenROAD-flow-scripts/flow DESIGN_CONFIG=/design/flow/config.mk WORK_HOME=/design/flow/orfs finish
</file>
==> impl_metrics.env <==
# flow metrics
export IMPL_netlist_instances=1392
export IMPL_yosys_top_cells_count="edfxtp_1 (160), nand2_1 (150), nor2_1 (123), o21ai_0 (96), a21oi_1 (89)"
export IMPL_synth_area_per_cell_sq_um=9.701
export IMPL_internal_power_w=0.0005389
export IMPL_crit_type="flop to output port"
export IMPL_critPathArrivalTime_ns=9.60
export IMPL_core_area_sq_mm=0.04432
export IMPL_clkSlewWorstSetupHoldPaths_ns=0.07
export IMPL_drtIter0Drc=831
export IMPL_status="finished, final reports clean"
export IMPL_die_w_um=214.2
export IMPL_power_switching_share_pct=22.79
export IMPL_p_per_area_mw_per_mm2=45.73
export IMPL_synthFlopType="edfxtp_1"
export IMPL_ys_cells=1392
export IMPL_synth_seq_share_pct=41.51
export IMPL_finalSetupViolCount=0
export IMPL_cts_tree="done"
export IMPL_rsz0062_at_grt="no"
export IMPL_slowest_stage="nor4bb_1"
export IMPL_grt_pass1_vias=10514
export IMPL_edf_count=160
export IMPL_first_pass_iters=6
export IMPL_max_vdd_ir_drop_mv=0.05219
export IMPL_final_min_clock_period_ns=14.10
export IMPL_yosysTopAreaCell="edfxtp_1"
export IMPL_synth_flops=192
export IMPL_fin_area_sq_mm=0.01526
export IMPL_cts_root_buffer="clkbuf_16"
export IMPL_areaGrowthSynthToFinish_pct=13.01
export IMPL_drive_gt1_share_pct=8.038
export IMPL_hp_class="flop to flop"
export IMPL_setup_tns_final_ns=0
export IMPL_maxCapViolCount=0
export IMPL_holdWs_ns=0.5878
export IMPL_grt_usage_pct=18.93
export IMPL_vias_per_cell=5.304
export IMPL_final_util_pct=34.44
export IMPL_fp_row_count=77
export IMPL_cts_hold_buf=0
export IMPL_cts_htree_levels=4
export IMPL_drc=0
export IMPL_grt_overflow_total=0
export IMPL_pwr_share_clk_pct=41.4
export IMPL_dieArea_sq_mm=0.04587
export IMPL_syn_cell_area_sq_mm=0.01350
export IMPL_fin_skew_ns=0.01320
export IMPL_insertedDiodeCount=0
export IMPL_tightest_slew_ns=1.007
export IMPL_insertion_delay_ns=0.46
export IMPL_yosysUniqueCellTypes=77
export IMPL_synth_warning_count=8
export IMPL_critical_path_most_common_cell="nor2_1"
export IMPL_switching_power_w=0.0001590
export IMPL_cts_resized_gates=0
export IMPL_vias=10927
export IMPL_antenna_found_initial=0
export IMPL_crit_fanout=42
export IMPL_p_comb_share_pct=3.1
export IMPL_pre_cts_slack_ns=8.903
export IMPL_yosys_top_cells_area="edfxtp_1 (36%), dfrtp_1 (5.9%), ha_1 (5.3%)"
export IMPL_slowest_delay_ns=0.78
export IMPL_worst_path_buf_inv=4
export IMPL_final_max_slew_violation_count=0
export IMPL_wl_per_cell_um=20.41
export IMPL_yosys_area_sq_mm=0.01350
export IMPL_critPathCaptureType="output port"
export IMPL_hold_violations=0
export IMPL_top_area_share_pct=35.58
export IMPL_clockBufferDepth=2
export IMPL_period_used_pct=62.68
export IMPL_fp_util_pct=30.47
export IMPL_placed_area_sq_mm=0.01471
export IMPL_postCtsSetupBuffers=0
export IMPL_num_io_pins=68
export IMPL_dieHeight_um=214.2
export IMPL_gp_congestion=1.051
export IMPL_relSlewSlack_pct=32.14
export IMPL_dpl_hpwl_mm=32.17
export IMPL_worstPathRequired_ns=18.00
export IMPL_setup_ws_ns=8.396
export IMPL_drt_total_wl_mm=42.04
export IMPL_worstSetupStartpointType="flop"
export IMPL_port_buffer_count=41
export IMPL_cp_top_family="simple AND/OR/NAND/NOR gates"
export IMPL_warnings=28
export IMPL_grt_pass1_wl_mm=63.60
export IMPL_seqPwrFrac_pct=55.6
export IMPL_ant_nets=0
export IMPL_p_leak_nw=5.621
export IMPL_fmax_ghz=0.07090
export IMPL_yosysMostFrequentCell="edfxtp_1"
export IMPL_clkSinkCount=192
export IMPL_grt_max_degree=56
export IMPL_cts_made_buffers=17
export IMPL_synthArstFlopShare_pct=16.67
[path summary, 6_finish.rpt]
check / endpoint / slack, ns / start / cells after the start
min in group asynchronous: pc_inst.pc_out[30] / 4.50 / reset / 3
max reg2reg: pc_inst.pc_out[31] / 13.35 / pc_inst.pc_out[4] / 28
max in group asynchronous: pc_inst.pc_out[4] / 17.58 / reset / 3
min reg2reg: pc_inst.pc_out[10] / 0.59 / pc_inst.pc_out[10] / 2
min: pc_inst.pc_out[10] / 0.59 / pc_inst.pc_out[10] / 2
max: alu_zero / 8.40 / pc_inst.pc_out[4] / 26
[tightest hold or removal path, cell delays in order, from the launching register on]
cell	delay, ns
dfrtp_1	0.41
nor2_1	0.09
a21oi_1	0.05
[placed cells by master (no fill, tap or decap), types with 12 or more instances in the layout]
master,netlist,layout
a211oi_1,14,14
a21o_1,13,13
a21oi_1,89,89
a31oi_1,16,16
and2_1,12,12
and3_1,17,17
buf_4,28,28
clkbuf_16,0,17
clkdlybuf4s50_1,0,41
conb_1,1,68
dfrtp_1,32,31
edfxtp_1,160,160
ha_1,57,55
inv_1,50,50
mux2i_1,53,53
mux4_2,26,26
nand2_1,150,150
nand3_1,48,48
nor2_1,123,121
nor3_1,33,31
o211ai_1,18,18
o21ai_0,96,96
or4_1,13,13
xnor2_1,51,51
xor2_1,59,59
[state kept, by name (all words and copies together), names as in the netlist]
signal,count
rf_inst.regs,160
pc_inst.pc_out,32
[power groups by stage]
| stage | logic (W) | clock network [W] | registers, W |
|---|---|---|---|
| 4_1_cts | 0.0000213 | 0.000294 | 0.000388 |
| 6_report | 0.0000213 | 0.000289 | 0.000388 |
| 5_1_grt | 0.0000240 | 0.000306 | 0.000388 |
[layer usage]
layer / track usage, % / up-vias / share of wire, % / wire [um]
met5: 2.188 / - / 0.33 / 137
met4: 3.357 / 4 / 2.3 / 959
met1: 27.20 / 5206 / 43 / 18170
met2: 27.76 / 474 / 44 / 18350
li1: - / 5185 / - / -
met3: 7.638 / 58 / 11 / 4428
[logic make-up after synthesis]
group,Yosys count,share of synthesized area [%]
other,1,0.02777
adders and majority gates,60,5.726
DFF,192,41.51
buffers and inverters,143,4.827
muxes,84,8.709
AOI/OAI and AO/OA,323,15.00
and+or+nand+nor,479,17.07
xor gates and xnor gates,110,7.134
[area by class of cell]
| class | count | area, sq um |
|---|---|---|
| inverter | 51 | 191.4 |
| multi-input combinational | 1124 | 7547 |
| tap | 592 | 740.7 |
| clock inverter | 15 | 126.4 |
| clock buffer | 17 | 425.4 |
| fill | 4482 | 29060 |
| sequential | 192 | 5609 |
| timing repair buffer | 69 | 620.6 |
[per-stage QoR]
stage	cells	total power [W]
floorplan	1459	0.0004143
global placement	2028	0.0004166
detailed placement	2028	0.0004168
CTS	2060	0.0007037
global route	2060	0.0007178
finish	2060	0.0006979
Power and IR drop assume default switching activity.
